==> flow/design.v <==
module bloom_filter_optimized #(
  parameter BIT_ARRAY_SIZE = 1024,
  parameter HASH_WIDTH     = $clog2(BIT_ARRAY_SIZE)
)(
  input  logic                clk,
  input  logic                rst_n,        
  input  logic                enable,       
  input  logic [31:0]         src_ip,       
  input  logic [31:0]         dest_ip,      
  input  logic [15:0]         tag,          
  output logic                safe,         
  output logic                output_valid, 
  output logic [63:0]         header,       
  output logic [15:0]         out_tag,      
  output logic                busy          
);
  typedef enum logic [2:0] {
    IDLE,
    CAPTURE_HASH,   
    READ,           
    DECIDE,         
    OUTPUT_STATE    
  } state_t;
  state_t state, next_state;
  logic [31:0] latched_src_ip, latched_dest_ip;
  logic [15:0] latched_tag;
  logic [HASH_WIDTH-1:0] hash_src, hash_dest;
  logic [HASH_WIDTH-1:0] bram_addr_src, bram_addr_dest;
  logic                  we_src, we_dest;
  logic                  bram_data_src, bram_data_dest;
  logic safe_reg, output_valid_reg;
  logic [63:0] header_reg;
  logic [15:0] out_tag_reg;
  assign busy         = (state != IDLE);
  assign safe         = safe_reg;
  assign output_valid = output_valid_reg;
  assign header       = header_reg;
  assign out_tag      = out_tag_reg;
  function automatic [HASH_WIDTH-1:0] jenkins_hash (input logic [31:0] data);
    logic [31:0] hash;
    begin
      hash = 0;
      hash = hash + data[7:0];
      hash = hash + (hash << 10);
      hash = hash ^ (hash >> 6);
      hash = hash + data[15:8];
      hash = hash + (hash << 10);
      hash = hash ^ (hash >> 6);
      hash = hash + data[23:16];
      hash = hash + (hash << 10);
      hash = hash ^ (hash >> 6);
      hash = hash + data[31:24];
      hash = hash + (hash << 10);
      hash = hash ^ (hash >> 6);
      hash = hash + (hash << 3);
      hash = hash ^ (hash >> 11);
      hash = hash + (hash << 15);
      jenkins_hash = hash[HASH_WIDTH-1:0];
    end
  endfunction
  always_ff @(posedge clk) begin
    if (!rst_n) begin
      state           <= IDLE;
      latched_src_ip  <= 32'd0;
      latched_dest_ip <= 32'd0;
      latched_tag     <= 16'd0;
      hash_src        <= {HASH_WIDTH{1'b0}};
      hash_dest       <= {HASH_WIDTH{1'b0}};
      bram_addr_src   <= {HASH_WIDTH{1'b0}};
      bram_addr_dest  <= {HASH_WIDTH{1'b0}};
      safe_reg        <= 1'b0;
      output_valid_reg<= 1'b0;
      header_reg      <= 64'd0;
      out_tag_reg     <= 16'd0;
      we_src          <= 1'b0;
      we_dest         <= 1'b0;
    end else begin
      state <= next_state;
      case (state)
        IDLE: begin
          output_valid_reg <= 1'b0;
          we_src <= 1'b0;
          we_dest <= 1'b0;
          if (enable) begin
            latched_src_ip  <= src_ip;
            latched_dest_ip <= dest_ip;
            latched_tag     <= tag;
            hash_src        <= jenkins_hash(src_ip);
            hash_dest       <= jenkins_hash(dest_ip);
          end
        end
        CAPTURE_HASH: begin
        end
        READ: begin
          bram_addr_src  <= hash_src;
          bram_addr_dest <= hash_dest;
        end
        DECIDE: begin
          if (bram_data_src & bram_data_dest)
            safe_reg <= 1'b1;
          else begin
            safe_reg <= 1'b0;
            if (!bram_data_src)
              we_src <= 1'b1;   
            if (!bram_data_dest)
              we_dest <= 1'b1;  
          end
        end
        OUTPUT_STATE: begin
          header_reg       <= {latched_src_ip, latched_dest_ip};
          out_tag_reg      <= latched_tag;
          output_valid_reg <= 1'b1;
          we_src <= 1'b0;
          we_dest <= 1'b0;
        end
        default: ;
      endcase
    end
  end
  always_comb begin
    next_state = state;
    case (state)
      IDLE: begin
        if (enable)
          next_state = CAPTURE_HASH;
      end
      CAPTURE_HASH: begin
        next_state = READ;
      end
      READ: begin
        next_state = DECIDE;
      end
      DECIDE: begin
        next_state = OUTPUT_STATE;
      end
      OUTPUT_STATE: begin
        next_state = IDLE;
      end
      default: next_state = IDLE;
    endcase
  end
  bloom_bram #(
    .BIT_ARRAY_SIZE(BIT_ARRAY_SIZE),
    .DATA_WIDTH(1),
    .ADDR_WIDTH(HASH_WIDTH)
  ) u_bram (
    .clk(clk),
    .rst_n(rst_n),
    .addr0(bram_addr_src),
    .we0(we_src),
    .din0(1'b1),
    .dout0(bram_data_src),
    .addr1(bram_addr_dest),
    .we1(we_dest),
    .din1(1'b1),
    .dout1(bram_data_dest)
  );
endmodule
module bloom_bram #(
  parameter BIT_ARRAY_SIZE = 1024,
  parameter DATA_WIDTH     = 1,
  parameter ADDR_WIDTH     = $clog2(BIT_ARRAY_SIZE)
)(
  input  logic                     clk,
  input  logic                     rst_n,
  input  logic [ADDR_WIDTH-1:0]    addr0,
  input  logic                     we0,
  input  logic [DATA_WIDTH-1:0]    din0,
  output logic [DATA_WIDTH-1:0]    dout0,
  input  logic [ADDR_WIDTH-1:0]    addr1,
  input  logic                     we1,
  input  logic [DATA_WIDTH-1:0]    din1,
  output logic [DATA_WIDTH-1:0]    dout1
);
  (* ram_style = "block" *) reg [DATA_WIDTH-1:0] mem [0:BIT_ARRAY_SIZE-1];
  always_ff @(posedge clk) begin
    if (!rst_n)
      dout0 <= '0;
    else begin
      if (we0)
        mem[addr0] <= din0;
      dout0 <= mem[addr0];
    end
  end
  always_ff @(posedge clk) begin
    if (!rst_n)
      dout1 <= '0;
    else begin
      if (we1)
        mem[addr1] <= din1;
      dout1 <= mem[addr1];
    end
  end
endmodule
==> flow/run.sh <==
#!/bin/bash
# OpenROAD 26Q1-2900-gdf79404cd8, Yosys 0.63+post, stock flow scripts
make -C /OpenROAD-flow-scripts/flow DESIGN_CONFIG=/design/flow/config.mk WORK_HOME=/design/flow/orfs finish
==> flow/config.mk <==
export PLATFORM = sky130hd
export DESIGN_NAME = bloom_filter_optimized
export DESIGN_NICKNAME = bloom_filter_optimized
export VERILOG_FILES = /design/flow/design.v
export SDC_FILE = /design/flow/constraint.sdc
export NUM_CORES = 4
export LEC_CHECK = 1
export CORE_UTILIZATION = 30
==> flow/constraint.sdc <==
current_design bloom_filter_optimized

set clk_period 23.0
set clk_io_pct 0.2

create_clock -name clk0 -period $clk_period [get_ports {clk}]

set non_clock_inputs [all_inputs -no_clocks]
set_input_delay [expr $clk_period * $clk_io_pct] -clock clk0 $non_clock_inputs
set_output_delay [expr $clk_period * $clk_io_pct] -clock clk0 [all_outputs]
==> GITHUB_STEP_SUMMARY <==
### Flow metrics

| Metric | Value |
|---|---|
| Mean Syn Cell Area | `10.88 µm²` |
| Most numerous logic cell after layout | `dfxtp_1` |
| Area fraction in xor and xnor cells | `0.05798` |
| Mux cell area share | `0.1743` |
| Proportion of layout cells with a drive suffix above 1 | `0.1867` |
| Die X-Extent | `approximately 480 µm` |
| Vias in the first global route | `56.86k` |
| Yosys stat area | `around 0.067 mm²` |
| Unique cell types | `103` |
| Critical path's slowest cell | `nor4_1` |
| Post-CTS setup repair buffer count | `0` |
| Post-route cell area | `0.07672 mm²` |
| Die area | `0.2266 mm²` |
| Cts repair resizes | `0` |
| Row cnt | `173` |
| Worst skew pair latency | `approximately 0.81 ns` |
| Rel. slew slack | `0.2993` |
| Setup TNS Final | `0 ns` |
| CP required | `23.70 ns` |
| Post-synth EDFFs | `0` |
| Tmin final | `16.81 ns` |
| Dpl hpwl | `164,800 µm` |
| Status | `complete, no violations` |
| Final hold vios | `0` |
| GRT overflow | `0` |
| Die height | `approximately 480 µm` |
| Crit path launch type | `input port` |
| WP data arrival | `17.51 ns` |
| Avg WL per Cell | `30.01 µm` |
| Crit path top cell by count | `ha_1` |
| Reg2Reg Depth | `12` |
| R2R Path Start | `bram_addr_src[0]$_SDFFE_PN0N_` |
| GRT Total Usage | `0.2447` |
| Ys flops | `around 1.2k` |
| FILL cells | `roughly 22k` |
| Largest register FFs | `1,024` |
| Multi-input gate area | `0.04060 mm²` |
| Area fraction in compound gates | `0.2450` |
| Top cells excl fill/tap | `dfxtp_1, a221o_1, mux4_2` |
| Port Buf Inserts | `approximately 170` |
| Crit Path Class | `in2reg` |
| Adder Share, Synth | `0.03713` |
| CP endpoint kind | `flop` |
| Root buffer cell | `clkbuf_16` |
| CTS tree | `built` |
| Post-route clock period utilization | `0.7308` |
| Drt first pass iters | `8` |
| Area Overhead vs Synth | `13.83%` |
| Max cap viols | `0` |
| Final setup fails | `0` |
| Crit path max fanout | `7` |
| Core Box Area | `0.2227 mm²` |
| Placed Area | `0.07258 mm²` |
| Tool warnings | `30` |
| Synthesized area | `roughly 0.067 mm²` |
| Sequential area share after synthesis | `0.3662` |
| Critical Path Sink | `hash_src[9]$_SDFFE_PN0P_` |
| CTS Buf Count | `120` |
| Initial antenna violation count | `14` |
| Synth logic family | `AND-OR/OR-AND gates` |
| First-pass GRT wire length | `between 300,000 and 400,000 µm` |
| Reg2reg setup slack | `17.31 ns` |
| Min-delay src | `latched_tag[11]$_SDFFE_PN0P_` |
| Vias | `57.92k` |
| # Cells Yosys | `roughly 6.2k` |
| Total Wirelength | `273,000 µm` |
| H-tree depth | `3` |
| Worst setup startpoint | `src_ip[6]` |
| Commonest flop | `dfxtp_1` |
| Post-Syn Instances | `between 6k and 7k` |
| Reg2reg end | `u_bram.dout0$_SDFF_PN0_` |
| Pin count of the biggest net entering global routing | `83` |
| Final Skew | `0.05531 ns` |
| Clk slew on worst S/H paths | `about 0.06 ns` |
| Unrepaired setup endpoints after global routing | `no` |
| Synth Area in Simple Gates | `0.07717` |
| # IOs | `166` |
| FP Core Util | `0.3026` |
| Async set-reset flop share out of synthesis | `0` |
| Vias/cell | `6.367` |
| CP peak stage delay | `0.64 ns` |
| Hold crit path type | `reg2reg` |
| Total area of sequential cells | `0.02470 mm²` |
| Fmax | `around 59 MHz` |
| DRC Markers | `0` |
| Slew Limit Fails | `0` |
| Hold-fix buffers, CTS | `0` |
| Worst-margin pin slew | `~1.0 ns` |
| DRT antenna net count | `0` |
| Clock buffer depth | `3` |
| CTS Sinks | `1,233` |
| Routability congestion estimate | `0.9654` |
| Drt first-iter violations | `5,818` |
| Synth warnings | `2` |
[final cells by class]
class,count,share of cell area
diodes,12,0.0003914
clock buffers,181,0.04686
clock inverters,41,0.006670
inverters,74,0.003686
multi-input cells,4208,0.5292
flip-flops and latches,1233,0.3220
well taps,2975,0.04852
repair buffers,373,0.04270
[routing by layer]
metal / global-route usage / vias to the layer above / share of wire
li1: - / 24512 / -
met4: 0.1029 / 32 / 0.053
met1: 0.3018 / 28463 / 0.37
met3: 0.1487 / 918 / 0.16
met5: 0.02985 / - / 0.0039
met2: 0.3419 / 3996 / 0.42
[synth_stat cells, types with 5 or more instances]
cell	instances	area [µm²]
a2111oi_0	6	52.55
a211o_1	5	43.79
a211oi_1	30	225.2
a21o_1	61	457.9
a21oi_1	296	1481
a221o_1	1023	10240
a221oi_1	37	324.1
a22o_1	36	315.3
a22oi_1	194	1456
a31oi_1	17	106.4
and2_1	27	168.9
and3_1	11	68.82
buf_1	72	270.3
clkbuf_1	603	2263
dfxtp_1	1233	24680
fa_1	14	280.3
ha_1	176	2202
inv_1	70	262.8
mux2i_1	8	80.08
mux4_2	516	11620
nand2_1	455	1708
nand2b_1	19	118.9
nand3_1	66	330.3
nand3b_1	11	82.58
nand4_1	82	513.0
nor2_1	274	1028
nor2b_1	29	181.4
nor3_1	48	240.2
nor3b_1	9	67.56
nor4_1	9	56.30
o2111ai_1	6	52.55
o211a_1	5	50.05
o211ai_1	33	247.7
o21a_1	26	195.2
o21ai_0	106	530.5
o21bai_1	19	142.6
o31a_1	9	78.83
or2_2	16	100.1
or3_1	26	162.7
or3b_2	8	70.07
xnor2_1	252	2207
xnor3_1	21	473.0
xor2_1	121	1060
[how the worst min path moves through the flow]
stage | depth (start not counted) | to | slack (ns)
4_1_cts | 2 | out_tag_reg[11]$_SDFFE_PN0P_ | 0.42
5_1_grt | 2 | out_tag_reg[13]$_SDFFE_PN0P_ | 0.44
6_report | 2 | out_tag_reg[11]$_SDFFE_PN0P_ | 0.43
[critical path: cells and delay by family]
family          cells  cell delay (ns)
buf+inv             2             0.69
fa+ha+maj           8             2.90
xor+xnor            9             2.47
compound gates     17             4.17
simple gates       10             2.66
[kinds of logic after synthesis]
family                     Yosys count
muxes                              528
DFF                               1233
AOI/OAI and AO/OA                 1962
other                                1
buffers and inverters              754
and+or+nand+nor                   1120
adders and majority gates          192
xor gates and xnor gates           402
[through the flow]
step	setup slack [ns]	hold slack (ns)	util	instances
CTS	6.314	0.4225	0.3443	9085
floorplan	7.477	0.4174	-	6195
finish	6.192	0.4282	0.3444	9097
detailed placement	5.562	0.4413	0.3259	8863
global placement	5.557	0.4307	0.3259	8863
global route	5.195	0.4448	0.3443	9087
