===== flow/run.sh =====
#!/bin/bash
# OpenROAD 26Q1-2900-gdf79404cd8, Yosys 0.63+post, stock flow scripts
make -C /OpenROAD-flow-scripts/flow DESIGN_CONFIG=/design/flow/config.mk WORK_HOME=/design/flow/orfs finish

===== flow/config.mk =====
export PLATFORM = sky130hd
export DESIGN_NAME = fifo
export DESIGN_NICKNAME = fifo
export VERILOG_FILES = /design/flow/design.v
export SDC_FILE = /design/flow/constraint.sdc
export NUM_CORES = 4
export LEC_CHECK = 1
export CORE_UTILIZATION = 30

===== flow/constraint.sdc =====
current_design fifo

set clk_period 5.2
set clk_io_pct 0.2

create_clock -name clk0 -period $clk_period [get_ports {clk}]

set non_clock_inputs [all_inputs -no_clocks]
set_input_delay [expr $clk_period * $clk_io_pct] -clock clk0 $non_clock_inputs
set_output_delay [expr $clk_period * $clk_io_pct] -clock clk0 [all_outputs]

===== flow/design.v =====
module fifo #(
    parameter DATA_WIDTH = 32,
    parameter DEPTH = 16,
    parameter ALMOST_FULL_THRESHOLD = DEPTH - 2,
    parameter ALMOST_EMPTY_THRESHOLD = 2
) (
    input logic clk,
    input logic rst,
    input logic wr_en,
    input logic rd_en,
    input logic [DATA_WIDTH-1:0] din,
    output logic [DATA_WIDTH-1:0] dout,
    output logic full,
    output logic empty,
    output logic almost_full,
    output logic almost_empty,
    output logic lookahead_valid,
    output logic [DATA_WIDTH-1:0] lookahead_data
);
    logic [DATA_WIDTH-1:0] mem [0:DEPTH-1];
    logic [$clog2(DEPTH):0] wr_ptr, rd_ptr, count;
    always_ff @(posedge clk or posedge rst) begin
        if (rst) begin
            wr_ptr <= 0;
            rd_ptr <= 0;
            count  <= 0;
        end else begin
            if (wr_en && !full) begin
                mem[wr_ptr] <= din;
                wr_ptr <= wr_ptr + 1;
            end
            if (rd_en && !empty) begin
                dout   <= mem[rd_ptr];
                rd_ptr <= rd_ptr + 1;
            end
            if (wr_en && !full && !(rd_en && !empty)) count <= count + 1;
            if (rd_en && !empty && !(wr_en && !full)) count <= count - 1;
        end
    end
    assign full         = (count == DEPTH);
    assign empty        = (count == 0);
    assign almost_full  = (count >= ALMOST_FULL_THRESHOLD);
    assign almost_empty = (count <= ALMOST_EMPTY_THRESHOLD);
    assign lookahead_valid = (count > 0);
    assign lookahead_data  = mem[rd_ptr];
endmodule

==> run summary <==
Area growth, synth to finish: 20.40%
DR vias/cell: 5.078
initial antenna violation count: 3
Post-Syn Instances: 1237
sw frac: 30.92%
htree depth: 2
Yosys chip area: 0.02124 mm2
HP Start: count[0]
CP cell instances: inv_1, ha_4, buf_4, and2_1, a22oi_1, nand3_1, a221o_1, clkdlybuf4s50_1
clk ins delay skew pair: 0.62 ns
Clk pwr share: 30.5%
Crit Path Max Fanout: 51
Int Power: 9.872 mW
clk buf depth: 3
Hold Path Stages: 1
worst ir drop on vdd: 0.0003272 V
largest net degree at the start of global routing: 52
Flops after synth: 557
pwr dens: 559.0 mW/mm2
post-synth top area cell: edfxtp_1
Synth cell types: 53
gpl congestion: 0.8029
Pleak: 8.093 nW
antenna cells: 0
Yosys top cell by instances: edfxtp_1
RSZ-0062 raised after global routing: false
CTS tree: built
first-pass GRT wire length: 77.74 mm
gr usage total: 15.61%
flip-flops with a built-in enable: 544
Routed Antenna Nets: 0
Final Setup Violations: 0
setup TNS: 0 ns
worst hold endpoint: count[0]
final setup skew: 0.01884 ns
hold_buf cts: 0
TritonCTS Buffers: 58
top cells by area: edfxtp_1 (77%), mux2i_1 (2.0%), a22oi_1 (1.9%)
Final Total Pwr: 14.29 mW
vias in the first global route: 12590
CTS root buf: clkbuf_16
DR iter-0 viols: 831
worst hold path type: reg -> reg
post-DR wirelength/cell: 22.17 um
Crit-path slowest cell: ha_4
Post-CTS Setup Inserts: 0
r2r startpoint: count[0]
FFs w/ async S/R, synth: 2.334%
Die X: 268.1 um
CP bufs+invs: 3
Post-synth top flop: edfxtp_1
via count: 11910
Critical Path AT: 3.79 ns
final setup margin: 0.3677 ns
Final Util: 36.51%
syn_area_per_cell: 17.17 um2
Top delay family on crit path: buffers and inverters
yosys cell count: 1237
Ports: 105
Top-area cell share: 76.92%
tally of OpenROAD warnings: 31
share of cells above drive strength 1: 12.31%
r2r setup slk: 2.19 ns
drt pass-1 iters: 8
fill count: 6363
clock sink total: 557
Flop area: 0.01667 mm2
max-cap viol count: 0
min Tclk post-route: 4.832 ns
post-CTS resize count: 0
Final Max Slew Viols: 0
die area: 0.07186 mm2
die y size: 268.1 um
Yosys warnings: 2
Worst R2R Path Depth: 5
status: complete, no violations
crit share post-route: 92.93%
P_sw: 4.419 mW
final hold vios: 0
DP Worst Slack: 1.010 ns
Post-DP HPWL: 28.94 mm
Worst-path clk slew: 0.06 ns
I/O Buffers: 104
FP Core Util: 30.33%
area of the core: 0.07003 mm2
RR Endpoint: mem[4][8]
routed wire length: 51.99 mm
CP startpoint kind: register
Syn Std Cell Area: 0.02124 mm2
Row Count: 97
Overflow after GRT: 0
Flop pwr share: 39.3%
worst path required time: 4.16 ns
slew at the pin closest to its max-slew limit: 0.9082 ns
top cells by count: edfxtp_1 (544), nand2_1 (62), a22oi_1 (53)
Achievable Freq: 206.9 MHz
logic area: 0.004277 mm2
kind of end point of the critical path: output port
slowest stage delay, CP: 0.66 ns
combinational fraction of design power: 30.2%
Max-slew headroom: 39.23%
CP Class: reg -> out
post-route DRC violation count: 0
register area share after synthesis: 78.45%
==> kinds of logic (layout without fill, tap and decap cells) <==
group	after synthesis	after routing	share of synthesized area, %
AOI/OAI and AO/OA	314	314	11.31
xor gates and xnor gates	9	9	0.3712
adders and majority gates	13	13	0.8013
buffers and inverters	97	265	2.074
DFF	557	557	78.45
muxes	58	58	2.828
and+or+nand+nor	189	189	4.160
==> metal layers <==
layer,global-route usage (%),wire length [um],part of all wire [%],vias to the layer above
met4,3.598,1388,2.7,6
li1,-,-,-,5303
met1,19.56,19540,38,5862
met3,9.965,6729,13,91
met5,1.419,108,0.21,-
met2,23.21,24230,47,646
==> sequential cells by signal (all words and copies together), names as in the netlist <==
signal and cells:
dout 32, rd_ptr 4, wr_ptr 4, count 5, mem 512
==> through the flow <==
step | std cells | hold WS [ns] | cell area (um2)
finish | 2345 | 0.5736 | 25570
global route | 2345 | 0.6196 | 25570
CTS | 2345 | 0.5762 | 25570
detailed placement | 2239 | 0.5610 | 23550
global placement | 2239 | 0.5556 | 23550
floorplan | 1237 | 0.5204 | 21240
==> worst reg2reg max path, cell delays in order (launching register included) <==
cell and delay (ns):
dfrtp_1 0.44, nor4_1 0.12, a211oi_1 0.60, nand2_1 0.41, nor2_4 0.63, buf_4 0.47
==> power groups by stage <==
stage / combinational (mW) / sequential [mW] / clock (mW)
after global routing: 4.76 / 5.66 / 4.61
final: 4.31 / 5.62 / 4.36
after CTS: 4.40 / 5.62 / 4.43
==> worst max-delay path by stage <==
stage / slack, ns / from / endpoint / cells past startpoint
CTS: 0.35 / rd_ptr[1] / lookahead_data[31] / 8
global route: 0.14 / rd_ptr[0] / lookahead_data[9] / 7
finish: 0.37 / rd_ptr[1] / lookahead_data[31] / 8
==> cells in the final DEF, fill, tap and decap left out, types with 8 or more instances in the layout <==
cell type / instances
ha_1: 8
dfrtp_1: 11
nand4_1: 9
clkinv_2: 8
inv_1: 13
o211ai_1: 8
bufinv_16: 11
clkinv_1: 8
nor2_1: 29
a22o_1: 19
mux2i_1: 42
mux2_2: 16
a31oi_1: 10
edfxtp_1: 544
nand3_1: 32
o21ai_0: 47
a21oi_1: 32
a22oi_1: 53
o2111ai_1: 10
nor2b_1: 15
a21o_1: 8
clkbuf_1: 11
nand2_1: 62
o22ai_1: 15
a222oi_1: 33
a221oi_1: 34
buf_4: 40
nor2_4: 12
a221o_1: 19
clkdlybuf4s50_1: 104
clkbuf_16: 59
==> area by class of cell <==
type	count	area share, %
inverters	13	0.1908
flip-flops and latches	557	65.19
clock buffers	71	5.990
repair buffers	146	5.402
multi-input cells	583	16.73
clock inverters	35	1.899
well taps	940	4.600
No activity file was given, so power comes from the tool's default toggle rates.
