$ cat /design/flow/run.sh
#!/bin/bash
# OpenROAD 26Q1-2900-gdf79404cd8, Yosys 0.63+post, stock flow scripts
make -C /OpenROAD-flow-scripts/flow DESIGN_CONFIG=/design/flow/config.mk WORK_HOME=/design/flow/orfs finish
$ cat /design/flow/config.mk
export PLATFORM = sky130hd
export DESIGN_NAME = hash
export DESIGN_NICKNAME = hash
export VERILOG_FILES = /design/flow/design.v
export SDC_FILE = /design/flow/constraint.sdc
export NUM_CORES = 4
export LEC_CHECK = 1
export CORE_UTILIZATION = 40
$ cat /design/flow/constraint.sdc
current_design hash

set clk_period 11.3
set clk_io_pct 0.2

create_clock -name clk0 -period $clk_period [get_ports {CLK}]

set non_clock_inputs [all_inputs -no_clocks]
set_input_delay [expr $clk_period * $clk_io_pct] -clock clk0 $non_clock_inputs
set_output_delay [expr $clk_period * $clk_io_pct] -clock clk0 [all_outputs]
$ cat /design/flow/design.v
  module hash ( input CLK ,input [31:0] a0,b0,c0,k0,k1,input [7:0] k2,output reg [31:0] hashkey );
  reg [31:0] a,b,c,ck,a1,b1,c1,a2,b2,c2,a3,b3,c3,c11,a11,b11,c21,a21,b21,c31;
  always @(posedge CLK)
  begin
  a <=  a0 + k0 ;
  b <=  b0 + k1;
  ck =  k2 & 8'hff;
  c  =  ck + c0;
  end
  always @(posedge CLK)
  begin
  c1  = c ^ b ;
  c11 = c1 - {b[17:0], b[31:18]};
  end
  always @(posedge CLK)
  begin
  a1 = a ^ c11 ;
  a11 = a1 - {c11[20:0], c11[31:21]};
  end
  always @(posedge CLK)
  begin
  b1 = b ^ a11;
  b11= b1 - {a11[6:0], a11[31:7]};
  end 
  always @(posedge CLK)
  begin
  c2 = c11 ^ b11;
  c21 = c2 - {b11[15:0], b11[31:16]};
  end
  always @(posedge CLK)
  begin
  a2 = a11 ^ c21;
  a21= a2 - {c21[27:0], c21[31:28]};
  end
  always @(posedge CLK)
  begin
  b2 = b11 ^ a21 ;
  b21= b2 - {a21[17:0], a21[31:18]};
  end 
  always @(posedge CLK)
  begin
  c3 = c21 ^ b21;
  c31= c3 - {b21[7:0], b21[31:8]};
  end
  always @(posedge CLK)
  begin
  hashkey = c31;
  end  
  endmodule
  module hash_port( input CLK ,input [31:0] a0,b0,c0,k01,output reg [31:0] hashkey );
  reg [31:0] a,b,c,ck,a1,b1,c1,a2,b2,c2,a3,b3,c3,c11,a11,b11,c21,a21,b21,c31;
  always @(posedge CLK)
  begin
  a <=  a0 + k01 ;
  b <=  b0 ;
  c <=  c0 ;
  end
  always @(posedge CLK)
  begin
  c1  = c ^ b ;
  c11 = c1 - {b[17:0], b[31:18]};
  end
  always @(posedge CLK)
  begin
  a1 = a ^ c11 ;
  a11 = a1 - {c11[20:0], c11[31:21]};
  end
  always @(posedge CLK)
  begin
  b1 = b ^ a11;
  b11= b1 - {a11[6:0], a11[31:7]};
  end 
  always @(posedge CLK)
  begin
  c2 = c11 ^ b11;
  c21 = c2 - {b11[15:0], b11[31:16]};
  end
  always @(posedge CLK)
  begin
  a2 = a11 ^ c21;
  a21= a2 - {c21[27:0], c21[31:28]};
  end
  always @(posedge CLK)
  begin
  b2 = b11 ^ a21 ;
  b21= b2 - {a21[17:0], a21[31:18]};
  end 
  always @(posedge CLK)
  begin
  c3 = c21 ^ b21;
  c31= c3 - {b21[7:0], b21[31:8]};
  end
  always @(posedge CLK)
  begin
  hashkey = c31;
  end  
  endmodule
==> impl_metrics.yaml <==
# flow metrics
setup_path:
  worstSetupPathType: "in2reg"
  cp_max_fo: 5
  endpoint_kind: "flop"
  critPathArrivalTime_ns: 5.51
  start_kind: "input port"
  slowest_stage: "o21ai_1"
  cp_slowest_stage_delay_ns: 0.46
  crit_chain: "clkdlybuf4s50_1, ha_1, fa_1, a21o_1, a21oi_1, nor2b_1, o21ai_1, o21ai_0, o21ai_1, o211ai_1, a221oi_1, xnor2_1"
  critPathMostFrequentCell: "o21ai_1"
  ff2ff_path_depth: 13
  cp.required_ns: 11.79
grt:
  grt_pass1_wl_um: 115000
  grt_remaining_overflow: 0
  grt_use_total: 0.264
  grt_max_degree: 13
  antenna_found_initial: 0
  grt_pass1_vias: 19200
yosys:
  syn_area_per_cell_um2: 8.66
  syn_area_um2: 24200
  top_cells_by_count: "352 x dfxtp_1, 300 x xor2_1, 287 x ha_1"
  synthArstFlopShare: 0
  topCellsByArea: "dfxtp_1 29%, ha_1 15%, xor2_1 11%"
  ys_seq_share: 0.292
  ys_types: 67
  yosys.stat.chipArea_um2: 24200
  syn_inst: 2789
  synthFlopType: "dfxtp_1"
  ys_ff: 352
  top_area_cell: "dfxtp_1"
  synthMostInstantiatedCell: "dfxtp_1"
  yosysCellCount: 2789
  edf_count: 0
  top_area_frac: 0.292
  yosys_warnings: 1
job:
  warnings: 25
  maxCapViolCount: 0
clock_network:
  cts_buffers: 43
  clk_latency_ns: 0.58
  cts_root_buf: "clkbuf_16"
  cts_tree: "done"
  htreeDepth: 2
  post_cts_buffers: 0
  cts_resized: 0
  clk_pin_slew_ns: 0.06
  cts.sinks: 352
  cts_hold_buf: 0
  cts_buffer_depth: 3
sta:
  setup_viol: 0
  report.final.hold_viol_count: 0
  drv_slew: 0
  hold_ws_ns: 0.324
  fin_crit_ns: 5.02
  worst_pin_slew_ns: 0.822
  finalSetupTns_ns: 0
  slew_headroom: 0.438
  skew_ns: 0.0248
  max_freq_mhz: 199
  rsz0062_at_grt: "no"
  period_used_share: 0.444
finish:
  area_delta_synth_final_pct: 17.8
  drive_gt1_frac: 0.0326
  finish.utilization: 0.479
  fill_cells: 5616
die:
  core-area_um2: 59400
  rows: 89
  die-area_um2: 61400
  fp_util: 0.407
  die_x_um: 248
  chipHeight_um: 248
  io_pins: 201
worst_hold_path:
  hold_depth: 0
  hold_class: "reg2reg"
drt:
  ant_nets: 0
  diodes: 0
  viasPerCell: 5.28
  first_pass_iters: 22
  vias: 20100
  routedWlPerCell_um: 20.8
  drc_errors: 0
  drt_iter0_drc: 1118
  wl_um: 79100
place:
  routabilityCongestion: 1.01
  post-dp-hpwl_um: 65900
  port-buffer-count: 200
outcome:
  run_status: "finished clean"
[cells in the final DEF, fill, tap and decap left out, types with 10 or more instances in the layout]
cell type	count
dfxtp_1	352
xor2_1	300
ha_1	287
inv_1	284
a21oi_1	220
xnor2_1	205
clkdlybuf4s50_1	200
a21o_1	160
nor2_1	139
o21ai_0	127
nand2_1	126
nand3_1	63
clkbuf_16	45
a31oi_1	40
o21bai_1	39
and3_1	36
nor2b_1	32
nor3_1	31
nand2b_1	30
nand4_1	27
o21a_1	27
a211oi_1	22
o211ai_1	19
and2_1	17
o31ai_1	15
or3_1	10
or2_2	10
fa_1	10
[area by class of cell]
type / instances / area, um^2 / share of cell area
Clock buffer: 62 / 1270 / 0.0446
Clock inverter: 16 / 168 / 0.00589
Inverter: 284 / 1070 / 0.0375
Multi-Input combinational cell: 2120 / 15900 / 0.560
Sequential cell: 352 / 7050 / 0.248
Tap cell: 773 / 967 / 0.0340
Timing Repair Buffer: 201 / 2010 / 0.0706
[through the flow]
stage          area [um^2]  setup slack [ns]  instances
3_3_place_gp         27000              5.77       3730
5_1_grt              28400              6.14       3808
2_1_floorplan        24200              6.62       2789
3_5_place_dp         27000              5.75       3730
6_report             28400              6.28       3808
4_1_cts              28400              6.34       3808
[critical path: cells and delay by family]
family	cells	cell delay [ns]
adder cells (fa/ha/maj)	2	0.63
XOR/XNOR	1	0.15
AND-OR/OR-AND	7	1.96
buffers and inverters	1	0.41
AND/OR/NAND/NOR	1	0.10
[metal layers]
metal | wire, um | global-route usage | vias to the layer above
met2 | 36800 | 0.432 | 573
met1 | 33600 | 0.344 | 9261
met5 | 0 | 0 | -
met3 | 4650 | 0.0520 | 140
met4 | 4080 | 0.110 | 0
li1 | - | - | 10100
[logic make-up after synthesis]
family / after synthesis / synth area share
flip-flops: 352 / 0.292
multiplexers: 2 / 0.000829
adder cells (fa/ha/maj): 297 / 0.157
AND/OR/NAND/NOR: 551 / 0.113
AND-OR/OR-AND: 765 / 0.205
buffers and inverters: 317 / 0.0493
XOR/XNOR: 505 / 0.183
[final timing paths]
check / startpoint / endpoint / slack, ns
setup / recovery: a0[0] / a[28]$_DFF_P_ / 6.28
hold / removal: c31[0]$_DFF_P_ / hashkey[0]$_DFF_P_ / 0.32
setup reg to reg: c11[0]$_DFF_P_ / c21[30]$_DFF_P_ / 7.15
hold reg to reg: c31[0]$_DFF_P_ / hashkey[0]$_DFF_P_ / 0.32
